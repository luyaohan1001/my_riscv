File: flow/run.sh
#!/bin/bash
# OpenROAD 26Q1-2900-gdf79404cd8, Yosys 0.63+post, stock flow scripts
make -C /OpenROAD-flow-scripts/flow DESIGN_CONFIG=/design/flow/config.mk WORK_HOME=/design/flow/orfs finish
File: flow/config.mk
export PLATFORM = sky130hd
export DESIGN_NAME = user_uart_tx
export DESIGN_NICKNAME = user_uart_tx
export VERILOG_FILES = /design/flow/design.v
export SDC_FILE = /design/flow/constraint.sdc
export NUM_CORES = 4
export LEC_CHECK = 1
export CORE_UTILIZATION = 30
export SYNTH_MEMORY_MAX_BITS = 65536
File: flow/constraint.sdc
current_design user_uart_tx

set clk_period 1543.5
set clk_io_pct 0.2

create_clock -name clk0 -period $clk_period [get_ports {clk}]

set non_clock_inputs [all_inputs -no_clocks]
set_input_delay [expr $clk_period * $clk_io_pct] -clock clk0 $non_clock_inputs
set_output_delay [expr $clk_period * $clk_io_pct] -clock clk0 [all_outputs]
File: flow/design.v
interface naive_bus();
    logic  rd_req, rd_gnt;
    logic  [3:0]  rd_be;
    logic  [31:0] rd_addr, rd_data;
    logic  wr_req, wr_gnt;
    logic  [3:0]  wr_be;
    logic  [31:0] wr_addr, wr_data;
    modport master(
        output rd_req, rd_be, rd_addr,
        input  rd_data, rd_gnt,
        output wr_req, wr_be, wr_addr, wr_data,
        input  wr_gnt
    );
    modport slave(
        input  rd_req, rd_be, rd_addr,
        output rd_data, rd_gnt,
        input  wr_req, wr_be, wr_addr, wr_data,
        output wr_gnt
    );
endinterface
module ram(             
    input  logic clk,
    input  logic i_we,
    input  logic [ 9:0] i_waddr, i_raddr,
    input  logic [ 7:0] i_wdata,
    output logic [ 7:0] o_rdata
);
initial o_rdata = 8'h0;
logic [7:0] data_ram_cell [0:1023];
always @ (posedge clk)
    o_rdata <= data_ram_cell[i_raddr];
always @ (posedge clk)
    if(i_we) 
        data_ram_cell[i_waddr] <= i_wdata;
endmodule
module user_uart_tx #(
    parameter  UART_TX_CLK_DIV = 434     
)(
    input  logic     clk, rst_n,
    output logic     o_uart_tx,
    naive_bus.slave  bus
);
localparam TX_CNT = 5'd19;
logic [ 9:0] fifo_rd_pointer=10'h0, fifo_wr_pointer=10'h0, fifo_len;
logic fifo_full, fifo_empty;
logic rd_addr_valid, wr_addr_valid;
logic [31:0] cnt = 0;
logic [ 4:0] tx_cnt = 0;
logic [ 7:0] tx_shift = 8'h0;
logic [ 7:0] fifo_rd_data;
initial o_uart_tx = 1'b1;
assign rd_addr_valid = (bus.rd_addr[31:2] == 30'h0);
assign wr_addr_valid = (bus.wr_addr[31:2] == 30'h0);
assign fifo_len = fifo_wr_pointer - fifo_rd_pointer;
assign fifo_empty = (fifo_len==10'h000);
assign fifo_full  = (fifo_len==10'h3ff);
assign bus.rd_gnt = bus.rd_req;
always @ (posedge clk or negedge rst_n)
    if(~rst_n)
        bus.rd_data <= 0;
    else begin
        if(bus.rd_req & rd_addr_valid)
            bus.rd_data <= {22'h0, fifo_len};
        else
            bus.rd_data <= 0;
    end
always_comb
    if(bus.wr_req) begin
        if(wr_addr_valid && bus.wr_be[0]) begin
            bus.wr_gnt <= ~fifo_full;
        end else begin
            bus.wr_gnt <= 1'b1;
        end
    end else begin
        bus.wr_gnt <= 1'b0;
    end
always @ (posedge clk or negedge rst_n)
    if(~rst_n) begin
        fifo_wr_pointer <= 10'h0;
    end else begin
        if(bus.wr_req & wr_addr_valid & bus.wr_be[0] & ~fifo_full) begin
            fifo_wr_pointer <= fifo_wr_pointer + 10'h1;
        end
    end
always @ (posedge clk or negedge rst_n)
    if(~rst_n)
        cnt <= 0;
    else
        cnt <= (cnt<UART_TX_CLK_DIV-1) ? cnt+1 : 0;
always @ (posedge clk or negedge rst_n)
    if(~rst_n) begin
        fifo_rd_pointer <= 10'h0;
        o_uart_tx       <= 1'b1;
        tx_shift        <= 8'h00;
        tx_cnt          <= 5'h0;
    end else begin
        if(tx_cnt>5'd0) begin
            if(cnt==0) begin
                if(tx_cnt==TX_CNT) begin
                    {tx_shift, o_uart_tx} <= ~{fifo_rd_data, 1'b1};
                    fifo_rd_pointer <= fifo_rd_pointer + 10'h1;
                end else begin
                    {tx_shift, o_uart_tx} <= {1'b0, tx_shift[7:1], ~tx_shift[0]};
                end
                tx_cnt <= tx_cnt - 5'd1;
            end
        end else begin
            o_uart_tx <= 1'b1;
            tx_cnt <= fifo_empty ? 5'd0 : TX_CNT;
        end
    end
ram ram_for_uart_tx_fifo_inst(
    .clk       ( clk              ),
    .i_we      ( bus.wr_req & wr_addr_valid & bus.wr_be[0] & ~fifo_full ),
    .i_waddr   ( fifo_wr_pointer  ),
    .i_wdata   ( bus.wr_data[7:0] ),
    .i_raddr   ( fifo_rd_pointer  ),
    .o_rdata   ( fifo_rd_data     )
);
endmodule
==> run summary <==
Implementation results are summarized by area below.

Run status
The flow ran to the end, and the final reports show no timing, DRC or antenna violations.

Yosys
For this run, asynchronously set or reset flops after synthesis account for 1.000. By area the synthesized netlist is led by dfrtp_1 (55%), nor4_4 (4.3%), nor2_1 (3.6%). The count of instantiated cells in the yosys netlist is 205. The synthesized netlist occupies a cell area of 2494 um^2.

By instance count, the leading cell after synthesis is dfrtp_1. The count of library flops with an enable pin is 0. The proportion of synthesized chip area in sequential cells is 0.5625. By count the netlist is led by dfrtp_1 (55), nor2_1 (24), inv_1 (19), xor2_1 (9).

The top flip-flop cell by instance count after synthesis is dfrtp_1. The portion of synthesized cell area occupied by the leading cell type is 0.5519. The flop and latch count out of synthesis is 56. After synthesis, the chip area reported by Yosys is 2494 um^2. The synthesized area per cell is 12.16 um^2. The count of synthesis-stage warnings from yosys is 44. Yosys mapped the design onto 43 distinct sky130hd cell types. Synthesis produced 205 cells.

The largest total area in the synthesized netlist belongs to dfrtp_1.

STA
The final clock skew is 0.009401 ns. Timing would allow up to 0.003226 GHz. The total count of max-transition violations in the final report is 0. The max-slew check reports its worst relative slack as 0.5091.

The total setup violations reported at the end of the flow is 0. In the finished design, the share of the clock period the worst path needs comes to 0.2008. Subtracting the final worst setup slack from the clock period gives 309.99 ns. The pin closest to its max-slew limit shows a slew of 0.7296 ns. Setup repair after global routing left no endpoint under its margin. The sum of negative setup slack is 0 ns.

The number of hold violations in the final report is 0.

Pwr
The worst vdd rail ir drop is 0.0000003670 V. The fraction of power spent switching nets is 0.2234. For this design the total switching power over the nets is 0.5261 uW. The clock share of power is 0.338. The part of the power in registers is 0.643. Total power normalized to cell area comes to 0.8462 nW/um^2. The total internal power is 1.827 uW.

The power report attributes to the combinational group a share of 0.019. The leakage power figure is 1.271 nW.

CTS
The post-cts sizing count is 0. The clock buffer count from CTS is 5. The buffer cell driving the clock tree root is clkbuf_8. The total number of clock tree sinks is 56. The CTS tree is yes.

The registers of the reported paths see a clock transition of 0.10 ns. The largest buffer count on any clock path is 2. The maximum level of the CTS H-tree is 2. The clock reaches the later pin of the worst-skew pair after 0.31 ns. In this run the post-CTS setup repair buffer count came out at 0.

After clock tree synthesis, the flow added hold-fix buffers numbering 0.

Setup path
According to the timing report, the critical path is launched from o_uart_tx. The highest cell delay on the worst timing path is 0.54 ns. The cell type of the slowest stage on the worst timing path is dfstp_2. Counting both buffers and inverters, the worst setup path holds a total of 1. The critical path in this run is classified as register to output pin. The launch point of the worst reg-to-reg path is cnt[0]. Walking the worst path, the cells encountered are clkdlybuf4s50_1. The cell family contributing the most delay on the critical path is flip-flops. The biggest fanout along the worst timing path is 2.

According to the timing report, the data required time at the worst endpoint equals 1234.80 ns. The worst setup path is launched from a register. The worst setup path is captured at an output pin.

The data arrival time of the critical path is 1.29 ns.

Global routing
The initial antenna violation count is 0. Global routing finished with a remaining overflow of 0. The total global-route track usage is 0.09113. The via count of the first global-routing pass came to 1372. The first global-routing pass estimated 6265 um of wire. The maximum number of pins on one net before global-route repair is 57.

Finish
The final cell utilization of the core is 0.3528. The share of layout cells above drive strength 1 is 0.1202. The area growth from synthesis to layout is 11.59%.

Drt
The number of antenna-violating nets in the routed design is 0. Per the detail_route report, DRC violations left total 0. In the final routed layout, each cell accounts on average for 10.54 um.

The routed design ends up with an antenna cell count of 0. The routed via count divided by cell count is 4.313. The pre-antenna-repair detailed-routing pass consisted of 4 iterations. Once iteration 0 of detailed routing completed, the report listed 53 DRC markers. The total vias in the final route is 1445. The final wirelength is 3530 um.

Worst hold path
The hold path startpoint is tx_shift[0]. The class of the tightest hold or removal check is register to register.

Floorplan
The chip occupies 8681 um^2. The floorplan die width is 93.17 um. The total I/O pin count is 3. After floorplanning, the core was sized to cover 7888 um^2. The number of core rows is 32. The initial core utilization is 0.3161.

The y dimension of the die is 93.17 um.

Placement
The HPWL after detailed placement is 2299 um. The number of I/O port buffers is 2. The final estimated routing congestion in global placement is 0.7730.

Job
Across the run, the number of max-cap violations was 0. The number of warnings in the stage logs is 29.
==> per-layer routing <==
layer,global-route usage,up-vias,routed length [um]
met5,0,-,0
met4,0.01026,0,37
li1,-,741,-
met3,0.01985,5,92
met2,0.1446,8,1574
met1,0.1363,691,1826
==> cells by family (layout without fill, tap and decap cells) <==
family                   after synthesis  count (layout)  synth area share
AND/OR/NAND/NOR                       78              78            0.2223
flip-flops                            56              56            0.5625
buffers and inverters                 24              30           0.04215
XOR/XNOR                              15              15           0.05269
AND-OR/OR-AND                         14              14           0.04215
multiplexers                          10              10           0.04165
adder cells (fa/ha/maj)                7               7           0.03512
other                                  1              23          0.001504
==> stage by stage <==
stage | std cells | hold WS [ns] | setup WS, ns | power (mW) | area, um^2
5_1_grt | 335 | 0.4940 | 1233.45 | 0.002451 | 2783
6_report | 335 | 0.4587 | 1233.51 | 0.002355 | 2783
2_1_floorplan | 227 | 0.4327 | 1234.32 | 0.001556 | 2576
4_1_cts | 335 | 0.4701 | 1233.50 | 0.002402 | 2783
3_3_place_gp | 327 | 0.4664 | 1233.86 | 0.001590 | 2693
3_5_place_dp | 327 | 0.4657 | 1233.85 | 0.001592 | 2693
==> power by group through the flow <==
stage	Sequential (mW)	Combinational [mW]	Clock, mW
after CTS	0.00151	0.0000485	0.000839
after global routing	0.00152	0.0000557	0.000878
final	0.00151	0.0000449	0.000796
==> path summary, 6_finish.rpt <==
kind	to	cells past startpoint	slack [ns]
max	o_uart_tx	1	1233.51
min	o_uart_tx	1	0.46
max reg2reg	tx_shift[4]	6	1541.39
min reg2reg	o_uart_tx	1	0.46
max in group asynchronous	cnt[28]	2	1234.54
min in group asynchronous	tx_cnt[2]	2	308.51
==> cell type report <==
class | instances | area [um^2]
tap | 102 | 127.6
clock buffer | 5 | 68.82
inverter | 19 | 71.32
fill | 776 | 5105
multi-input combinational | 147 | 1069
timing repair buffer | 3 | 22.52
sequential | 56 | 1403
clock inverter | 3 | 21.27
==> flip-flops by register name, summed over array words and instances, names as in the netlist <==
name / count
o_uart_tx: 1
tx_shift: 8
fifo_rd_pointer: 10
cnt: 32
tx_cnt: 5
==> layout by cell type, fill, tap and decap left out, types with 2 or more instances in the layout <==
master,n
nand4_1,5
dfrtp_1,55
o211ai_1,2
nand3_1,8
inv_1,19
xnor2_1,6
clkbuf_8,5
nor4_2,3
nor4_1,4
o221ai_1,2
conb_1,23
mux2_2,3
nor3_1,8
nor2_1,24
nand2_1,8
nor4_4,5
nand4_4,2
mux2i_1,7
o21ai_0,2
ha_1,7
xor2_1,9
Power figures rest on the tool's default switching activity, not on a simulated workload.
